==> flow/design.v <==
module MCPU_Alu(cmd,in1,in2,out,CF);
parameter CMD_SIZE=3;
parameter WORD_SIZE=16;
parameter  [CMD_SIZE-1:0]  CMD_AND  = 0;  
parameter  [CMD_SIZE-1:0]  CMD_OR   = 1;  
parameter  [CMD_SIZE-1:0]  CMD_XOR   = 2;  
parameter  [CMD_SIZE-1:0]  CMD_LSL   = 3;  
parameter  [CMD_SIZE-1:0]  CMD_LSR   = 4;  
parameter  [CMD_SIZE-1:0]  CMD_ADD   = 5;  
input [CMD_SIZE-1:0] cmd;
input [WORD_SIZE-1:0] in1;
input [WORD_SIZE-1:0] in2;
output[WORD_SIZE-1:0] out;
output CF;
wire [CMD_SIZE-1:0] cmd;
wire [WORD_SIZE-1:0] in1;
wire [WORD_SIZE-1:0] in2;
reg  [WORD_SIZE-1:0] out;
reg  CF;
always @ (cmd, in1, in2)
  #2
case(cmd)
  CMD_AND : begin
              out = in1&in2; 
            end
  CMD_OR : begin
              out = in1|in2;
            end
  CMD_XOR : begin
              out = in1^in2;
            end
  CMD_LSL : begin
              out = in1<<in2;
            end
  CMD_LSR : begin
              out = in1>>in2;
            end
  default : begin
              {CF,out} = in1+in2;
            end
 endcase
endmodule
==> flow/run.sh <==
#!/bin/bash
# OpenROAD 26Q1-2900-gdf79404cd8, Yosys 0.63+post, stock flow scripts
make -C /OpenROAD-flow-scripts/flow DESIGN_CONFIG=/design/flow/config.mk WORK_HOME=/design/flow/orfs finish
==> flow/config.mk <==
export PLATFORM = sky130hd
export DESIGN_NAME = MCPU_Alu
export DESIGN_NICKNAME = MCPU_Alu
export VERILOG_FILES = /design/flow/design.v
export SDC_FILE = /design/flow/constraint.sdc
export NUM_CORES = 4
export LEC_CHECK = 1
export CORE_UTILIZATION = 40
==> flow/constraint.sdc <==
current_design MCPU_Alu

set clk_period 7.6
set clk_io_pct 0.2

create_clock -name clk0 -period $clk_period

set non_clock_inputs [all_inputs -no_clocks]
set_input_delay [expr $clk_period * $clk_io_pct] -clock clk0 $non_clock_inputs
set_output_delay [expr $clk_period * $clk_io_pct] -clock clk0 [all_outputs]
==> impl_table.tex <==
% Implementation results table
\begin{tabular}{lr}
\hline
Metric & Value \\
\hline
\multicolumn{2}{l}{\textbf{Routing}} \\
DRC errors left & 0 \\
First drt pass iteration count & 5 \\
Post-route ant nets & 0 \\
Avg WL per Cell & 19.8 um \\
Routed wire length & 11200 um \\
Vias & 3508 \\
Vias per cell & $\sim$6.2 \\
Antenna diode count & 0 \\
Number of violations reported at the end of detailed-routing iteration 0 & 248 \\
\multicolumn{2}{l}{\textbf{Global route}} \\
Antenna violations before repair & 0 \\
First-pass GRT wire length & $\sim$18000 um \\
GRT Total Usage & 0.287 \\
Final global-route overflow total & 0 \\
Largest net degree at the start of global routing & 39 \\
Vias in the first global route & 3174 \\
\multicolumn{2}{l}{\textbf{Floorplanning}} \\
Vertical extent of the die & 90.0 um \\
Ports placed on the boundary & 52 \\
CORE AREA & 0.00737 sq mm \\
Number of rows created at floorplan & 31 \\
Chip area & 0.00811 sq mm \\
Initial Utilization & 0.421 \\
Die outline width & $\sim$90 um \\
\multicolumn{2}{l}{\textbf{Job}} \\
OpenROAD warning count & 48 \\
Number of maximum-capacitance violations & 0 \\
\multicolumn{2}{l}{\textbf{Logic synthesis}} \\
Mean area per synthesized cell & 7.06 sq um \\
Yosys warning tally & 1 \\
Post-synthesis cell type count & 57 \\
Cell area after technology mapping & 0.00310 sq mm \\
Count of instantiated cells in the yosys netlist & 439 \\
Commonest flop & dlxtn\_1 \\
Gate Count Post-Synth & 439 \\
Yosys Chip Area & 0.00310 sq mm \\
Most numerous cell types in the synthesized netlist & nor2\_1, inv\_1, a21oi\_1 \\
Top area cells in the synthesized netlist & mux4\_2, ha\_1, nor2\_1 \\
Synth area leader & mux4\_2 \\
Top cell type by instance count after synthesis & nor2\_1 \\
Number of synthesized register bits & 1 \\
Async set-or-reset flop fraction in the synthesized netlist & 0 \\
Number of enable flip-flop cells & 0 \\
Share of the synthesized area in the top cell type & 0.131 \\
\multicolumn{2}{l}{\textbf{Setup path}} \\
Peak fanout along the critical path & 31 \\
Data arrival, critical path & 4910 ps \\
Critical path endpoint category & output pin \\
Data required time at the worst endpoint & 6080 ps \\
Startpoint class of the critical path & input pin \\
Critical path class & input pin to output pin \\
\multicolumn{2}{l}{\textbf{Final timing}} \\
Total count of max-transition violations in the final report & 0 \\
Post-route worst setup slack & between 1000 and 1500 ps \\
Number of failing setup endpoints in the final timing report & 0 \\
Setup TNS Final & 0 ps \\
Max Clk Rate & 0.156 GHz \\
Count of endpoints without a timing constraint & 2 \\
Worst slew slack as a fraction of its limit & 0.597 \\
Post-layout period usage & 0.845 \\
Count of unclocked register or latch pins & 1 \\
Final Hold Fails & 0 \\
Unrepaired setup endpoints after global routing & no \\
Worst slew pin tran & 602 ps \\
Time the worst path needs with I/O delays and setup & between 6000 and 7000 ps \\
\multicolumn{2}{l}{\textbf{Place}} \\
Area of placed instances & 0.00366 sq mm \\
Global placement routability congestion & 0.974 \\
Post-placement setup slack & 1230 ps \\
Quantity of I/O buffers inserted on ports & $\sim$52 \\
Post-DP HPWL & 8910 um \\
Placed cell count & 567 \\
\multicolumn{2}{l}{\textbf{Min path}} \\
Min-Delay Path Class & input pin to output pin \\
Hold depth & 8 \\
Startpoint of the worst hold path & in2[0] \\
Min-Delay Endpoint & out[1] \\
\multicolumn{2}{l}{\textbf{Finish}} \\
Filler cell count & 760 \\
Final Core Density & 0.496 \\
Number of flip-flops under the largest register name & 1 \\
Area added between synthesis and finish & 18.0\% \\
Post-route cell area & approximately 0.0037 sq mm \\
Final non-filler cell total & between 500 and 600 \\
Share of cells above drive strength 1 & 0.0897 \\
\multicolumn{2}{l}{\textbf{Clock network}} \\
Post-CTS setup repair buffer count & 0 \\
Quantity of gates resized following cts & 0 \\
Hold buffer count at CTS & 0 \\
\multicolumn{2}{l}{\textbf{Power}} \\
VDD IR-drop max & 25.2 uV \\
PwrDens & between 60 and 70 mW/mm\^{}2 \\
Leakage power & 1.51 nW \\
\multicolumn{2}{l}{\textbf{Outcome}} \\
Run status & complete, no violations \\
\hline
\end{tabular}
report_power, final:
| group | leakage (nW) | internal, mW | total, mW | switching [mW] |
|---|---|---|---|---|
| Combinational | 1.50 | 0.110 | 0.232 | 0.122 |
| Sequential | 0.00803 | 0.000739 | 0.000862 | 0.000123 |
| Clock | 0 | 0 | 0 | 0 |
| Total | 1.51 | 0.110 | 0.233 | 0.122 |
area by class of cell:
class	count	area, sq um	area share
Multi-Input combinational cell	363	2780	0.760
Inverter	44	165	0.0451
Sequential cell	1	15.0	0.00410
Timing Repair Buffer	60	576	0.157
Tap cell	99	124	0.0339
layer usage:
layer | GRT usage | share of wire | vias up
li1 | - | - | 1713
met1 | 0.452 | 0.48 | 1663
met5 | 0 | 0 | -
met3 | 0.0249 | 0.049 | 16
met4 | 0.0457 | 0.018 | 0
met2 | 0.438 | 0.45 | 116
worst max path at each step:
stage                 startpoint      to  depth (start not counted)
final                     cmd[2]  out[3]                          8
after global routing      cmd[2]  out[8]                          9
after CTS                 cmd[2]  out[8]                          9
critical path: stages:
cell and delay, ps:
clkdlybuf4s50_1 460, buf_4 300, nor3b_1 480, nand4_1 580, a211oi_1 610, o32ai_1 210, o21ai_0 240, clkdlybuf4s50_1 500
cells in the final DEF (no fill, tap or decap), types with 2 or more instances in the layout:
master	instances
a2111oi_0	3
a211o_1	4
a211oi_1	18
a21o_1	2
a21oi_1	39
a221o_1	4
a22oi_1	2
a31oi_1	7
and2_1	2
and4_1	3
buf_4	8
clkdlybuf4s50_1	51
ha_1	32
inv_1	43
mux2_2	8
mux2i_1	19
mux4_2	18
nand2_1	26
nand2b_1	6
nand3_1	9
nand4_1	3
nor2_1	59
nor2b_1	3
nor3_1	10
nor3b_1	3
nor4_4	2
o211ai_1	4
o21ai_0	29
o221ai_1	9
o22ai_1	3
o311a_1	2
o31ai_1	5
o32ai_1	3
or4_1	3
xnor2_1	3
xor2_1	3
per-stage QoR:
stage | hold slack, ps | total power [mW]
2_1_floorplan | 3270 | 0.140
3_3_place_gp | 4150 | 0.231
3_5_place_dp | 4150 | 0.230
4_1_cts | 4160 | 0.231
5_1_grt | 4260 | 0.257
6_report | 4150 | 0.233
logic make-up after synthesis:
logic type / synth area share
AND-OR/OR-AND: 0.304
AND/OR/NAND/NOR: 0.218
buffers and inverters: 0.0989
multiplexers: 0.221
adder cells (fa/ha/maj): 0.136
XOR/XNOR: 0.0170
latches: 0.00484
Power and IR drop assume default switching activity.
