==> run.sh <==
#!/bin/bash
# OpenROAD 26Q1-2900-gdf79404cd8, Yosys 0.63+post, stock flow scripts
make -C /OpenROAD-flow-scripts/flow DESIGN_CONFIG=/design/flow/config.mk WORK_HOME=/design/flow/orfs finish
==> config.mk <==
export PLATFORM = sky130hd
export DESIGN_NAME = MCPU_RAMController
export DESIGN_NICKNAME = MCPU_RAMController
export VERILOG_FILES = /design/flow/design.v
export SDC_FILE = /design/flow/constraint.sdc
export NUM_CORES = 4
export LEC_CHECK = 1
export CORE_UTILIZATION = 50
==> constraint.sdc <==
current_design MCPU_RAMController

set clk_period 9.1
set clk_io_pct 0.2

create_clock -name clk0 -period $clk_period

set non_clock_inputs [all_inputs -no_clocks]
set_input_delay [expr $clk_period * $clk_io_pct] -clock clk0 $non_clock_inputs
set_output_delay [expr $clk_period * $clk_io_pct] -clock clk0 [all_outputs]
==> design.v <==
module MCPU_RAMController(we, datawr, re, addr, datard, instraddr, instrrd);
parameter WORD_SIZE=16;
parameter ADDR_WIDTH=8;
parameter RAM_SIZE=1<<ADDR_WIDTH;
input we, re;
input [WORD_SIZE-1:0] datawr;
input [ADDR_WIDTH-1:0] addr;
input [ADDR_WIDTH-1:0] instraddr;
output [WORD_SIZE-1:0] datard;
output [WORD_SIZE-1:0] instrrd;
reg [WORD_SIZE-1:0] mem[RAM_SIZE-1:0];
reg [WORD_SIZE-1:0] datard;
reg [WORD_SIZE-1:0] instrrd;
always @ (addr or we or re or datawr)
begin
  if(we)begin
    mem[addr]=datawr;
  end
  if(re) begin
    datard=mem[addr];
  end
end
always @ (instraddr)
begin
    instrrd=mem[instraddr];
end
endmodule
==> run summary <==
Notes from the flow run.

Yosys:
- The run puts the per-instance average area after synthesis at 10.1 um2.
- The run puts the post-synthesis cell count from yosys at 9308.
- The run puts the fraction of synthesis flops using an asynchronous set or reset pin at 0.
- The run puts the chip area estimate from yosys synthesis at 94100 um2.
- The run puts the post-synthesis cell count at 9308.
- Yosys mapped a number of flops with a built-in enable equal to 0.
- The run puts the register bit count reported by yosys at 4112.
- The mapped netlist covers 94100 um2.
- The run gives the predominant post-synthesis flop cell as dlxtn_1.
- The run puts the count of yosys warnings during synthesis at 2.
- The run puts the post-synthesis cell type count at 81.

Floorplan:
- The die is 436 um tall.
- The run puts the core utilization at floorplan at 0.505.
- The run puts the count of boundary I/O pins at 66.
- The run gives the overall die width as 436 um.
- The run puts the placement row count at 158.

Global route:
- The first global-routing pass estimated about 1200 mm of wire.
- The run gives the global routing usage summed across all routing layers as 0.981.
- The run puts the largest net degree at the start of global routing at 130.
- The run gives the via count of the first global-routing pass as 114726.
- Recorded from the global router log, the overflow total was ~4600.

Clock tree:
- Once the clock tree was built, the setup fixing pass inserted 0 buffers.
- The run puts the count of instances resized after the clock tree is built at 0.
- In this run, post-CTS hold repair placed 0 buffers.

Place:
- The run gives the global placement routability congestion as 1.41.
- The run gives the number of buffer cells added on primary ports as 66.
- The run puts the HPWL after detailed placement at roughly 540 mm.

Outcome:
- The run stopped with a tool error.
- It got as far as 5_1_grt and failed there.
- The tool reported: "[ERROR GRT-0116] Global routing finished with congestion. Check the congestion regions in the DRC Viewer".

Timing:
- The run gives the number of unconstrained endpoints as roughly 4100.
- The timer found 4112 register pins that no clock reaches; their paths are not timed.
[cells in the mapped netlist (14+ instances only)]
cell type	n	area, um2
buf_2	195	976
or4_1	50	375
a2111oi_0	91	797
nand3_1	668	3340
o22a_1	30	263
o2111ai_1	36	315
a222oi_1	114	1140
dlxtp_1	16	240
nand2_1	215	807
dlxtn_1	4096	61500
o211ai_1	83	623
buf_6	14	158
a31oi_1	26	163
a32oi_1	115	1010
nand4_1	267	1670
nor3_1	70	350
a22o_1	113	990
a22oi_1	1178	8840
o21ai_0	145	726
a221oi_1	34	298
clkbuf_1	334	1250
buf_1	78	293
a21oi_1	119	596
and4_1	25	219
nand2b_1	16	100
and3_1	267	1670
nor4_1	134	838
o22ai_1	158	988
nor2_1	367	1380
nor4bb_1	14	140
o221ai_1	14	123
[routing by layer]
metal | overflow | GRT usage
met3 | 1002 | 0.969
met4 | 1000 | 0.960
met5 | 103 | 0.887
met2 | 1724 | 1.02
met1 | 818 | 0.975
[per-stage QoR]
stage / instance area [um2] / hold slack, ns / worst slack (ns) / cells
floorplan: 94100 / 4.38 / 3.16 / 9308
global placement: 105000 / 5.35 / 0.0569 / 12205
detailed placement: 105000 / 5.33 / 0.0329 / 12207
CTS: 105000 / 5.34 / 0.0428 / 12207
[cell families after synthesis]
group / share of synthesized area
AOI/OAI and AO/OA: 0.187
xor gates and xnor gates: 0.000651
buffers and inverters: 0.0297
latches: 0.656
muxes: 0.000771
and+or+nand+nor: 0.126
