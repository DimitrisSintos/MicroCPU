--- design/flow/config.mk ---
export PLATFORM = sky130hd
export DESIGN_NAME = MCPU_Registerfile
export DESIGN_NICKNAME = MCPU_Registerfile
export VERILOG_FILES = /design/flow/design.v
export SDC_FILE = /design/flow/constraint.sdc
export NUM_CORES = 4
export LEC_CHECK = 1
export CORE_UTILIZATION = 50
--- design/flow/constraint.sdc ---
current_design MCPU_Registerfile

set clk_period 3.4
set clk_io_pct 0.2

create_clock -name clk0 -period $clk_period [get_ports {regsetwb}]

set non_clock_inputs [all_inputs -no_clocks]
set_input_delay [expr $clk_period * $clk_io_pct] -clock clk0 $non_clock_inputs
set_output_delay [expr $clk_period * $clk_io_pct] -clock clk0 [all_outputs]
--- design/flow/design.v ---
module MCPU_Registerfile(op1, op2, op3, RegOp1, alu1, alu2, datatoload, regsetwb, regsetcmd);
parameter WORD_SIZE=8;
parameter OPERAND_SIZE=4;
parameter REGS_NUMBER_WIDTH=4;
parameter REGISTERS_NUMBER=1<<REGS_NUMBER_WIDTH;
input [OPERAND_SIZE-1:0] op1,op2,op3;
input [WORD_SIZE-1:0] datatoload;
input [1:0] regsetcmd;
input regsetwb;
parameter  [1:0]  NORMAL_EX  = 0;  
parameter  [1:0]  MOV_INTERNAL   = 1;  
parameter  [1:0]  LOAD_FROM_DATA   = 2;  
parameter  [1:0]  DO_NOTHING   = 3;  
output [WORD_SIZE-1:0] RegOp1;
output [WORD_SIZE-1:0] alu1;  
output [WORD_SIZE-1:0] alu2;  
reg [WORD_SIZE-1:0] R[REGISTERS_NUMBER-1:0];
assign RegOp1=R[op1[REGS_NUMBER_WIDTH-1:0]];
assign alu1=R[op2[REGS_NUMBER_WIDTH-1:0]];
assign alu2=R[op3[REGS_NUMBER_WIDTH-1:0]];
always @(posedge regsetwb)
begin
  #1    
  case(regsetcmd)
  NORMAL_EX,LOAD_FROM_DATA:
  begin
    R[op1[REGS_NUMBER_WIDTH-1:0]]<=datatoload;
  end
  MOV_INTERNAL:
  begin
    R[op1[REGS_NUMBER_WIDTH-1:0]]<=R[op2[REGS_NUMBER_WIDTH-1:0]];
  end
  default:
  begin
  end
  endcase
end
endmodule
--- design/flow/run.sh ---
#!/bin/bash
# OpenROAD 26Q1-2900-gdf79404cd8, Yosys 0.63+post, stock flow scripts
make -C /OpenROAD-flow-scripts/flow DESIGN_CONFIG=/design/flow/config.mk WORK_HOME=/design/flow/orfs finish
==> flow_metrics.env <==
# flow metrics
export IMPL_num_vias=4264
export IMPL_end_kind="primary output"
export IMPL_crit_arrival_ns=2.61
export IMPL_drc=0
export IMPL_netlist_area_leader_share=0.5347
export IMPL_warning_count=26
export IMPL_core_mm2=0.01393
export IMPL_root_buffer="clkbuf_16"
export IMPL_worstSkewPairLatency_ns=0.42
export IMPL_grt_setup_unrepaired="false"
export IMPL_firstDrtPassIters=4
export IMPL_grtUsageTotal=0.3183
export IMPL_hpwlAfterDp_um=13120
export IMPL_post_place_ws_ns=-0.03667
export IMPL_post_drt_wl_per_cell_um=29.77
export IMPL_most_common_cell="edfxtp_1"
export IMPL_top_area_cell="edfxtp_1"
export IMPL_finalMaxSlewViolations=0
export IMPL_syn_avg_cell_area_um2=20.19
export IMPL_ys_seq_share=0.5347
export IMPL_vias_per_cell=6.550
export IMPL_die_h_um=121.9
export IMPL_hold_viol_final=0
export IMPL_crit_type="primary input to primary output"
export IMPL_fillCellCount=945
export IMPL_top_cells_by_count="edfxtp_1, mux4_2, nor2_1, mux4_1"
export IMPL_synthCells=356
export IMPL_power_density_mw_per_mm2=470.9
export IMPL_port_buffers=46
export IMPL_crit_path_start_kind="primary input"
export IMPL_cts_buffer_depth=2
export IMPL_die_width_um=121.9
export IMPL_worst_ep_required_time_ns=2.72
export IMPL_synth_seq_cells=128
export IMPL_first_global_vias=4679
export IMPL_synth_chip_area_mm2=0.007188
export IMPL_yosysUniqueCellTypes=25
export IMPL_largest_reg_flops=128
export IMPL_cts_htree_levels=4
export IMPL_clkSinkCount=128
export IMPL_max_slew_margin_rel=0.4940
export IMPL_path_max_fanout=17
export IMPL_leakage_nw=3.091
export IMPL_setup_viol_count_final=0
export IMPL_routed_wirelength_um=19380
export IMPL_finalClockPeriodUsage=0.9680
export IMPL_flop_cell="edfxtp_1"
export IMPL_run_status="finished clean"
export IMPL_hp_class="primary input to flip-flop"
export IMPL_drv_cap=0
export IMPL_power_mw=4.278
export IMPL_place_congestion=0.9299
export IMPL_overflow=0
export IMPL_grt_max_degree=22
export IMPL_synthTopCellsByArea="edfxtp_1, mux4_2, mux4_1"
export IMPL_drt_iter0_markers=223
export IMPL_worst_slew_pin_slew_ns=0.7589
export IMPL_cts_hold_buf=0
export IMPL_drive_gt1_frac=0.4607
export IMPL_peakVddDrop_mv=0.3981
export IMPL_ys_async_sr_fraction=0
export IMPL_fmaxAchievable_mhz=303.8
export IMPL_final_antenna_net_count=0
export IMPL_finalWorstSetupSlack_ns=0.1087
export IMPL_netlist_area_mm2=0.007188
export IMPL_area_growth_syn_to_layout_pct=26.39
export IMPL_num_antenna_cells=0
export IMPL_rows=43
export IMPL_clk_pin_slew_ns=0.06
export IMPL_final_setup_skew_ns=0.006721
export IMPL_fp_utilization=0.5158
export IMPL_edf_count=128
export IMPL_grt_pass1_wl_um=28820
export IMPL_cts_made_buffers=17
export IMPL_ios=47
export IMPL_cts_tree="yes"
export IMPL_yosys_warnings=1
export IMPL_antenna_found_initial=0
export IMPL_fin_crit_ns=3.291
export IMPL_yosysCellCount=356
export IMPL_dieArea_mm2=0.01486
-- worst max-delay path, stage by stage --
cell and delay (ns):
clkbuf_4 0.22, buf_12 0.21, mux4_1 0.60, mux4_2 0.47, clkdlybuf4s50_1 0.41
-- placed cells by master, fill, tap and decap left out, types with 2 or more instances in the layout --
cell type,n
a211oi_2,8
and2_1,6
and2_4,2
buf_12,17
buf_16,2
buf_2,3
buf_4,47
buf_6,3
bufinv_16,4
clkbuf_16,18
clkdlybuf4s50_1,37
clkinv_1,2
clkinv_2,2
clkinv_4,3
clkinvlp_4,4
dlygate4sd2_1,4
edfxtp_1,128
mux2i_1,4
mux2i_2,4
mux4_1,14
mux4_2,97
nand2_1,11
nand2b_1,4
nor2_1,20
nor2b_1,8
nor3_1,4
o31ai_1,8
-- path summary, 6_finish.rpt --
check	slack, ns	start	end	depth (start not counted)
max reg2reg	1.44	R[6][1]	R[10][1]	6
min	1.12	op1[0]	R[7][2]	4
max	0.11	op1[0]	RegOp1[1]	5
min reg2reg	1.22	R[1][7]	R[0][7]	4
-- through the flow --
stage               hold WS (ns)  instances    util  TNS (ns)  instance area, µm²
floorplan                  1.111        356       -         0                7188
global placement           1.195        611  0.5907   -0.1755                8232
detailed placement         1.199        611  0.5907   -0.1176                8232
CTS                        1.123        650  0.6457  -0.05181                8997
global route               1.168        651  0.6520         0                9085
finish                     1.119        651  0.6520         0                9085
-- metal layers --
metal	wire, µm	track usage	up-vias
met1	6678	0.4845	2154
li1	-	-	1785
met4	443	0.04784	0
met2	9284	0.4453	295
met3	2975	0.2094	30
met5	0	0	-
-- power breakdown --
part	switching [mW]	leakage [nW]	internal (mW)	total (mW)
clock	0.662	0.290	1.22	1.88
sequential	0.0175	1.16	1.79	1.81
combinational	0.255	1.64	0.336	0.591
-- what timing repair did --
item	in CTS	in global routing
gates resized	9	16
pin swaps	0	3
setup buffers	4	0
endpoints found under the setup margin	13	11
gates cloned	3	1
-- final cells by class --
cell class / instances / area (µm²) / share of cell area
multi-input combinational: 194 / 3117 / 0.3431
sequential: 128 / 3844 / 0.4231
clock buffer: 17 / 425.4 / 0.04683
tap: 180 / 225.2 / 0.02479
clock inverter: 15 / 193.9 / 0.02135
timing repair buffer: 117 / 1280 / 0.1409
-- cell families (layout without fill, tap and decap cells) --
family                 count (synthesis)  count (layout)  share of synthesized area
multiplexers                         120             120                     0.3708
flip-flops                           128             128                     0.5347
AND-OR/OR-AND                         17              17                    0.01880
AND/OR/NAND/NOR                       57              57                    0.03812
buffers and inverters                 34             149                    0.03760
Power figures rest on the tool's default switching activity, not on a simulated workload.
